File: flow/run.sh
#!/bin/bash
# OpenROAD 26Q1-2900-gdf79404cd8, Yosys 0.63+post, stock flow scripts
make -C /OpenROAD-flow-scripts/flow DESIGN_CONFIG=/design/flow/config.mk WORK_HOME=/design/flow/orfs finish
File: flow/config.mk
export PLATFORM = sky130hd
export DESIGN_NAME = button_debouncer
export DESIGN_NICKNAME = button_debouncer
export VERILOG_FILES = /design/flow/design.v
export SDC_FILE = /design/flow/constraint.sdc
export NUM_CORES = 4
export LEC_CHECK = 1
export CORE_AREA = 10 10 107 107
export DIE_AREA = 0 0 117 117
File: flow/constraint.sdc
current_design button_debouncer

set clk_period 5.7
set clk_io_pct 0.2

create_clock -name clk0 -period $clk_period [get_ports {clk}]

set non_clock_inputs [all_inputs -no_clocks]
set_input_delay [expr $clk_period * $clk_io_pct] -clock clk0 $non_clock_inputs
set_output_delay [expr $clk_period * $clk_io_pct] -clock clk0 [all_outputs]
File: flow/design.v
`timescale 1ns / 1ps
module button_debouncer(
    input logic clk, 
    input logic btn_in, 
    output logic btn_deb
);
    logic btn_prev = 0;
    integer counter;
    always @(posedge clk) begin
        counter <= counter + 1;
        if(counter == 100_000) begin
            counter <= 0;
        end
        if(btn_in && !btn_prev && counter == 0) begin
            btn_prev <= 1;
            btn_deb <= 1;
        end else if(!btn_in && btn_prev && counter == 0) begin
            btn_prev <= 0;
            btn_deb <= 0;
        end else begin
            btn_deb <= 0;
        end
    end
endmodule
==> summary.txt <==
run results: status=completed, Vias=around 1100, DRT antenna net count=0, global-route usage over all layers=4.23%, Top Ports=3, first-pass GRT wire length=4.80 mm, final wirelength=approximately 2.6 mm, DR WL/cell=9.82 um, Detail Placement HPWL=1.88 mm, Yosys Warn Count=1, R2R cell count=4, Seq/Total Area, Yosys=between 40 and 50%, Synth Area in XOR/XNOR=16.4%, Worst path slowest cell=clkdlybuf4s50_1, Clk pin slew, worst setup/hold paths=about 0.060 ns, Core Util at FP=approximately 16%, Core Region=9200 sq um, placed insts=~260, Reg-to-Reg End=btn_prev, fin crit share=roughly two fifths, Via density=4.07, number of diodes=0, Worst EP arrival=1.03 ns, Max Slew Vio Count=0, CTS tree=done, ao+oa area frac=1.76%, layout cell share with drive strength beyond 1=9.49%, initial antenna violation count=0, CP Capture Type=output pin, Max Clock Freq=460 MHz, die extent in x=117 um, Post-synth EDFFs=0, Post-Syn Instances=152, Worst Path Max Fanout=1, count of final setup violators=0, FF-to-FF Start=counter[23], synth unique cells=32, Chip Area, Yosys=between 1000 and 1500 sq um, r2r setup slk=3.82 ns, Max Buffers Root-to-Sink=2, number of CTS-inserted buffers=5, RSZ-0062 raised after global routing=no, WHS=around 0.46 ns, Leakage=0.585 nW, CP required=4.56 ns, comb area leader=simple AND/OR/NAND/NOR gates, die height=117 um, CP bufs+invs=1, total gr overflow=0, min Tclk post-route=approximately 2.2 ns, top_reg_cell synth=dfxtp_1, Post-synth ARST share=0%, Simple-Gate Fraction of Synth Area=31.5%, Pwr per Cell Area=244 nW/um^2, Mux area share=0.755%, HP Class=reg2reg, Slew headroom=approximately three fifths, Max-area cell share=45.6%, placer congestion estimate=0.791, number of global-route vias before repair=between 1000 and 1500, Num Clock Sinks=34, Max Cap Violations=0, Adder Area Share=1.68%, #FFs+latches synth=34, CP endpoint=btn_deb, Hold Violations, Final=0, Final Cell Area=1720 sq um, slowest stage delay, CP=0.45 ns, Worst Skew=0.00438 ns, Syn Area/Cell=9.81 sq um, Setup TNS=0 ns, CP Cell Sequence=clkdlybuf4s50_1, port bufs=2, die area=13700 sq um, CP delay by family, top=buffers and inverters, peak supply drop=0.000125 V, clock root cell=clkbuf_8, setup bufs post-CTS=0, Top cells by area=dfxtp_1 (46%), xnor2_1 (11%), xor2_1 (5.9%), nand3_1 (4.4%), nand4_1 (4.2%), H-Tree Depth=2, Commonest cells post-synth=dfxtp_1 (34), xnor2_1 (18), nand3_1 (13), FP Rows=35, DRC=0, actual slew at the worst max-slew pin=0.574 ns, 1st-iter DRT viols=69, area grow syn2layout=15.4%, Finished Layout Cells=between 200 and 300, Initial DRT Pass Iterations=4, stage-log warning count=26, Post-DP Area=1630 sq um, cell type with the largest total area after synthesis=dfxtp_1, Worst Setup Path Type=reg2out, ys cells=152, Critical Path Source Type=register, Worst Setup SP=btn_deb, Synth Cell Area=1490 sq um, Crit path depth=1, clk latency late pin=0.28 ns, post-cts resize count=0, largest net degree at the start of global routing=11, most common cell in the netlist=dfxtp_1, # hold bufs at CTS=0
-- state kept, by name, indices dropped and copies added, names as in the netlist --
name      count
btn_deb       1
btn_prev      1
counter      32
-- logic make-up after synthesis --
| group | Yosys count |
|---|---|
| AND/OR/NAND/NOR | 76 |
| flip-flops | 34 |
| XOR/XNOR | 28 |
| buffers and inverters | 7 |
| AND-OR/OR-AND | 4 |
| adder cells (fa/ha/maj) | 2 |
| multiplexers | 1 |
-- layout make-up --
type,instances,area [sq um]
clock buffers,7,86.3
clock inverters,1,5.00
fillers,1021,7480
inverters,3,11.3
multi-input cells,111,778
flip-flops and latches,34,681
well taps,111,139
repair buffers,2,20.0
-- how the worst min path moves through the flow --
stage / startpoint / end / depth (start not counted)
6_report: counter[31] / counter[31] / 1
4_1_cts: counter[31] / counter[31] / 1
5_1_grt: counter[31] / counter[31] / 1
-- report_power, final --
part	leakage, nW	internal (mW)	switching (mW)
logic	0.263	0.000607	0.000174
registers	0.274	0.237	0
clock network	0.0482	0.0973	0.0833
total	0.585	0.335	0.0835
-- per-layer routing --
metal / share of wire, % / GRT usage, % / wire length (um)
met1: 51 / 5.90 / 1350
met2: 42 / 6.19 / 1100
met3: 4.2 / 1.34 / 110
met4: 3.1 / 1.15 / 81
met5: 0 / 0 / 0
-- stage by stage --
stage / power (mW) / setup WS [ns] / utilization [%]
6_report: 0.419 / 3.53 / 18.7
4_1_cts: 0.424 / 3.51 / 18.7
3_3_place_gp: 0.244 / 3.77 / 17.7
2_1_floorplan: 0.243 / 4.09 / -
5_1_grt: 0.438 / 3.47 / 18.7
3_5_place_dp: 0.244 / 3.77 / 17.7
-- layout by cell type (no fill, tap or decap), drive strengths merged, types with 2 or more instances in the layout --
cell	Yosys	layout
dfxtp	34	34
xnor2	18	18
nand3	15	15
nand2	11	11
nor2	10	10
nand4	10	10
xor2	10	10
nor4	9	9
clkbuf	2	7
nor3	5	5
and3	5	5
and4	5	5
inv	3	3
ha	2	2
clkdlybuf4s50	0	2
a21oi	2	2
Power figures rest on the tool's default switching activity, not on a simulated workload.
